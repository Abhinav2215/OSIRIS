==> /design/flow/run.sh <==
#!/bin/bash
# OpenROAD 26Q1-2900-gdf79404cd8, Yosys 0.63+post, stock flow scripts
make -C /OpenROAD-flow-scripts/flow DESIGN_CONFIG=/design/flow/config.mk WORK_HOME=/design/flow/orfs finish
==> /design/flow/constraint.sdc <==
current_design gemm_controller

set clk_period 6.3
set clk_io_pct 0.2

create_clock -name clk0 -period $clk_period [get_ports {clk}]

set non_clock_inputs [all_inputs -no_clocks]
set_input_delay [expr $clk_period * $clk_io_pct] -clock clk0 $non_clock_inputs
set_output_delay [expr $clk_period * $clk_io_pct] -clock clk0 [all_outputs]
==> /design/flow/design.v <==
`timescale 1ns / 1ps
module gemm_controller #(
    parameter N = 4,
    parameter K = 4,
    parameter ADDR_WIDTH = 8
)(
    input                     clk,
    input                     rst_n,
    input                     start,
    output reg                load_weights,
    output reg                done,
    output reg [ADDR_WIDTH-1:0] addr_a,
    output reg [ADDR_WIDTH-1:0] addr_b,
    output reg [ADDR_WIDTH-1:0] addr_c,
    output reg                  we_c
);
    localparam IDLE   = 0;
    localparam LOAD_W = 1;
    localparam EXEC   = 2;
    localparam DONE   = 3;
    reg [2:0] state;
    reg [15:0] counter;
    always @(posedge clk or negedge rst_n) begin
        if (!rst_n) begin
            state <= IDLE;
            load_weights <= 0;
            done <= 0;
            addr_a <= 0;
            addr_b <= 0;
            addr_c <= 0;
            we_c <= 0;
            counter <= 0;
        end else begin
            we_c <= 0;
            done <= 0;
            case (state)
                IDLE: begin
                    if (start) begin
                        state <= LOAD_W;
                        counter <= 0;
                        addr_b <= 0; 
                        load_weights <= 1;
                    end
                end
                LOAD_W: begin
                    load_weights <= 1;
                    if (counter == N) begin
                        state <= EXEC;
                        counter <= 0;
                        load_weights <= 0; 
                        addr_a <= 0;
                    end else begin
                        if (addr_b < N-1) addr_b <= addr_b + 1;
                        counter <= counter + 1;
                    end
                end
                EXEC: begin
                    if (addr_a < K) 
                        addr_a <= addr_a + 1;
                    if (counter == (K + 3*N + 1)) begin
                       state <= DONE; 
                    end else begin
                        counter <= counter + 1;
                    end
                    if (counter >= (N + 1) && counter < (N + K + 1)) begin
                         we_c <= 1;
                         addr_c <= (counter - (N + 1));
                    end
                end
                DONE: begin
                    done <= 1;
                    state <= IDLE;
                end
            endcase
        end
    end
endmodule
==> /design/flow/config.mk <==
export PLATFORM = sky130hd
export DESIGN_NAME = gemm_controller
export DESIGN_NICKNAME = gemm_controller
export VERILOG_FILES = /design/flow/design.v
export SDC_FILE = /design/flow/constraint.sdc
export NUM_CORES = 4
export LEC_CHECK = 1
export CORE_UTILIZATION = 50
==> results.txt <==
The run has ended; figures from its reports follow.

The total number of warnings across the stage logs is 29. In the final report, the number of pins over their slew limit comes to 0. The combined area of all synthesized cells came out at 0.002395 sq mm. TritonRoute reported its final design rule violation total as 0. Across the run, the number of max-cap violations was 0. The die is 71.21 um wide. The power per cell area is 190.4 mW/mm^2.

The flow ran to the end, and the final reports show no timing, DRC or antenna violations. The worst reg-to-reg path cell count came out at 4. The placer congestion estimate is 0.9379. Global routing finished with a remaining overflow of 0. The number of filler cells placed in the layout came out at 349. In the placement report, post-DP HPWL is listed as 3.369 mm. The share of flip-flops with an asynchronous set or reset is 100.0%.

The timing report gives the clock slew at the launch and capture registers of the worst setup and hold paths as 0.09 ns. The later-pin clock latency in the skew report is 0.30 ns. The H-tree was split into 2 levels.

The flow reports an fmax of 313.9 MHz. The combinational group share of total power is 1.3%. Buffers placed on the I/O ports in this run total 29.

The final-report setup violation count is 0. The wire length of the first global-routing pass is 8.562 mm. The number of sinks on the clock net came out at 47. The total die area is 0.005070 sq mm. The internal cell power is 433.1 uW.

TritonCTS built the clock tree. Yosys reports that the most numerous cell types are sky130_fd_sc_hd__dfrtp_1 (46), sky130_fd_sc_hd__nand2_1 (17), sky130_fd_sc_hd__a21oi_1 (14), sky130_fd_sc_hd__nor2_1 (12), sky130_fd_sc_hd__o21ai_0 (10). The maximum count of clock buffers along a single path came out at 2. The post-route setup TNS came out at 0 ns.

The total routed wirelength is 4.767 mm. The start-to-end type of the worst setup path is input pin to flip-flop. The OpenROAD report gives the critical path a required time of 6.45 ns.

Looking at the gate-level netlist, the highest instance count belongs to sky130_fd_sc_hd__dfrtp_1. The critical path endpoint category is a flip-flop. The residual antenna-violating net count after detailed routing came out at 0. The script computed the net switching share of total power as 19.39%.

Per the log, the first TritonRoute iteration ended with a DRC count of 166. The average cell area after synthesis is 10.50 sq um. The cell at the root of the clock tree is sky130_fd_sc_hd__clkbuf_8. The design draws 537.3 uW. Relative to the synthesized area, the layout overhead comes to 17.87%. The leakage component of the power was reported as 1.234 nW. Warnings reported by Yosys during synthesis add up to 1.

The cell count of the worst hold path is 0. Yosys attributes the largest share of cell area to sky130_fd_sc_hd__dfrtp_1 (48%), sky130_fd_sc_hd__ha_1 (3.1%), sky130_fd_sc_hd__a21oi_1 (2.9%). The synthesized netlist contains 47 unique library cells. Post-CTS repair changed the size of 0 cells. The maximum fanout count along the critical path is 14.

Row generation in the floorplan step produced 24 rows. Counting endpoints that fail hold in the final report gives 0. The via count of the first global-routing pass came out at 1782. The pin slew with the least headroom to its limit came out at 0.9420 ns.

The synthesized design spends more area on one cell type than any other, namely sky130_fd_sc_hd__dfrtp_1. In this run the tightest slew margin relative to its limit is 37.09%. The number of primary I/O pins is 30.

Of the total power, registers draw 56.1%. The routed design could run at a clock period as short as 3.186 ns. The buffers inserted during post-CTS setup optimization is 0. The critical path data arrival time is 3.34 ns. The yosys stat cell total came out at 228. The floorplan utilization came out at 53.52%. The highest cell delay on the worst timing path came out at 0.84 ns.

The number of buffers added to fix hold violations after cts came out at 0. The critical path launch point type is an input pin. Yosys mapped a number of flops with a built-in enable equal to 0. The iteration count of the initial detailed-routing pass is 24. The wire length per cell after detailed routing came out at 15.48 um. The initial antenna violation count came out at 0.

The share of the cycle needed by the critical path after routing came out at 50.57%. The via total after detailed routing came out at 1854. For reference, the critical path cell chain is clkdlybuf4s50_1 > nand2b_1 > o21ai_0 > a211oi_2 > nor2_1.

The placeable core region came out at 0.004474 sq mm. The path class of the lowest-slack min-delay path is flip-flop to flip-flop. The number of buffers created by CTS came out at 5. The finished layout reports a core utilization of 63.09%. The chip area line of the yosys report is 0.002395 sq mm. The highest ir drop seen on vdd is 0.1381 mV. The net switching component of the power came out at 104.2 uW.

The flop and latch count out of synthesis is 47. The share of the synthesized area in the top cell type is 48.07%. The overall fraction of global-route tracks in use came out at 21.95%.

The sequential element share of the synthesized area came out at 49.16%. Across the routed clock network, the largest skew measured is 0.008886 ns. The clock network fraction of total power is 42.6%. The average via count per standard cell came out at 6.019. Of the cells placed in the final design, the portion with a size suffix greater than 1 is 8.984%.

In the synthesized netlist the dominant register cell turns out to be sky130_fd_sc_hd__dfrtp_1. Setup repair after global routing left no endpoint under its margin. The die boundary height is 71.21 um. The cell at the slowest stage of the critical path is sky130_fd_sc_hd__a211oi_2. Counting every instance in the synthesized netlist gives 228.

The antenna diode count is 0. The largest net degree at the start of global routing is 48.
registers in the layout (all words and copies together) (netlist names):
register,count
counter,16
addr_a,8
addr_b,8
addr_c,8
state,4
done,1
load_weights,1
we_c,1
cells by family (layout without fill, tap and decap cells):
group	count (synthesis)	in the layout	share of synthesized area, %
adders and majority gates	6	6	3.135
AOI/OAI and AO/OA	44	44	11.97
buffers and inverters	16	44	3.082
muxes	10	10	4.545
and+or+nand+nor	99	99	25.91
DFF	47	47	49.16
xor gates and xnor gates	6	6	2.194
stage by stage:
step | std cells | setup slack, ns | hold WS [ns] | instance area, sq um
after floorplan | 228 | 3.841 | 0.3456 | 2395
after global placement | 300 | 2.931 | 0.3813 | 2701
after detailed placement | 300 | 2.825 | 0.3797 | 2701
after CTS | 308 | 3.159 | 0.4023 | 2823
after global routing | 308 | 2.937 | 0.4104 | 2823
final | 308 | 3.114 | 0.3929 | 2823
layer usage:
layer	vias up	global-route usage (%)	part of all wire, %
met5	-	0	0
met4	0	1.778	0.57
met3	4	2.601	4.4
li1	897	-	-
met2	44	33.23	47
met1	909	37.58	48
power groups by stage:
stage | registers [mW] | clock network, mW | logic (mW)
4_1_cts | 0.301 | 0.237 | 0.00757
5_1_grt | 0.301 | 0.251 | 0.00846
6_report | 0.301 | 0.229 | 0.00699
layout by cell type, fill, tap and decap left out, types with 4 or more instances in the layout:
| master | count |
|---|---|
| sky130_fd_sc_hd__and3_1 | 8 |
| sky130_fd_sc_hd__or4_1 | 5 |
| sky130_fd_sc_hd__a21oi_1 | 14 |
| sky130_fd_sc_hd__nand3_1 | 4 |
| sky130_fd_sc_hd__nor4_1 | 6 |
| sky130_fd_sc_hd__and4_1 | 4 |
| sky130_fd_sc_hd__nand2_1 | 17 |
| sky130_fd_sc_hd__clkbuf_8 | 6 |
| sky130_fd_sc_hd__dfrtp_1 | 46 |
| sky130_fd_sc_hd__xnor2_1 | 5 |
| sky130_fd_sc_hd__nand4_1 | 6 |
| sky130_fd_sc_hd__nor2_1 | 12 |
| sky130_fd_sc_hd__nor3_1 | 4 |
| sky130_fd_sc_hd__and2_1 | 7 |
| sky130_fd_sc_hd__or3_1 | 7 |
| sky130_fd_sc_hd__ha_1 | 6 |
| sky130_fd_sc_hd__o21ai_0 | 10 |
| sky130_fd_sc_hd__o31ai_1 | 7 |
| sky130_fd_sc_hd__mux2_2 | 6 |
| sky130_fd_sc_hd__clkdlybuf4s50_1 | 28 |
| sky130_fd_sc_hd__inv_1 | 6 |
| sky130_fd_sc_hd__nor2b_1 | 7 |
final timing paths:
check                            from         end  slack, ns
max reg2reg                counter[5]  counter[4]       3.84
max in group asynchronous       rst_n   addr_c[0]       4.88
max                             start  counter[4]       3.11
min in group asynchronous       rst_n  counter[9]       1.03
min                          state[3]        done       0.39
min reg2reg                  state[3]        done       0.39
layout make-up:
cell class	instances	area, sq um	area share (%)
sequential	47	1177	41.71
multi-input combinational	165	1144	40.51
timing repair buffer	30	292.8	10.37
clock buffer	6	82.58	2.926
tap	52	65.06	2.305
clock inverter	2	38.79	1.374
inverter	6	22.52	0.7979
worst max-delay path: cells and delay by family:
family                 cells  cell delay (ns)
buffers and inverters      1             0.52
AND-OR/OR-AND              2             1.11
AND/OR/NAND/NOR            2             0.45
Power and IR drop assume default switching activity.
