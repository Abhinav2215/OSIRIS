`flow/config.mk`:
```
export PLATFORM = sky130hd
export DESIGN_NAME = sram
export DESIGN_NICKNAME = sram
export VERILOG_FILES = /design/flow/design.v
export SDC_FILE = /design/flow/constraint.sdc
export NUM_CORES = 4
export LEC_CHECK = 1
export CORE_UTILIZATION = 50
export SYNTH_MEMORY_MAX_BITS = 65536
```
`flow/constraint.sdc`:
```
current_design sram

set clk_period 114.9
set clk_io_pct 0.2

create_clock -name clk0 -period $clk_period [get_ports {clk}]

set non_clock_inputs [all_inputs -no_clocks]
set_input_delay [expr $clk_period * $clk_io_pct] -clock clk0 $non_clock_inputs
set_output_delay [expr $clk_period * $clk_io_pct] -clock clk0 [all_outputs]
```
`flow/design.v`:
```
`timescale 1ns / 1ps
module sram #(
    parameter WIDTH = 64,    
    parameter DEPTH = 256    
)(
    input                        clk,
    input                        we,     
    input  [$clog2(DEPTH)-1:0]   addr,   
    input  [WIDTH-1:0]           din,    
    output reg [WIDTH-1:0]       dout    
);
    reg [WIDTH-1:0] mem [0:DEPTH-1];
    always @(posedge clk) begin
        if (we) begin
            mem[addr] <= din;
        end
        dout <= mem[addr];
    end
endmodule
```
`flow/run.sh`:
```
#!/bin/bash
# OpenROAD 26Q1-2900-gdf79404cd8, Yosys 0.63+post, stock flow scripts
make -C /OpenROAD-flow-scripts/flow DESIGN_CONFIG=/design/flow/config.mk WORK_HOME=/design/flow/orfs finish
```
==> impl_metrics.yaml <==
# generated from flow reports
status:
  status: "complete, but fails checks"
  violations: "max-capacitance violations, max-slew violations"
clocking:
  clkLatencyLatePin_ns: 1.35
  path_clk_slew_ns: 0.06
  clockRootBuffer: "clkbuf_16"
  cts_post_setup_buffers_inserted: 0
  ctsHtreeMaxLevel: 7
  cts_buffer_depth: 6
  cts_made_buffers: 1697
  cts_sinks: 16448
  cts_tree: "done"
  postCtsHoldBufs: 0
  cts_resized: 0
timing:
  hold_violations: 0
  tns_ns: 0
  relSlewSlack_pct: -15.6
  setup_viol: 0
  finalClockSkew_ns: 0.143
  fin_crit_ns: 29.99
  tightest_slew_ns: 1.72
  rsz0062_at_grt: "no"
  worst_slack_ns: 84.91
  fmax_mhz: 33.3
  drv_slew: 4
  period_used_pct: 26.1
logic_synthesis:
  ys_top_cells_by_area: "edfxtp_1 80%, mux4_2 15%, a22oi_1 2.5%"
  yosys_warnings: 1
  netlist.area_leader.share_pct: 79.8
  muxShareOfSynthArea_pct: 15.0
  synth_cell_type_count: 23
  yosysTopAreaCell: "edfxtp_1"
  ys_chip_area_sq_um: 617000
  syn_area_sq_um: 617000
  ys_cells: 25809
  topCombFamilyByArea: "multiplexers"
  synthSimpleGateAreaFrac_pct: 0.277
  ys_seq_share_pct: 80.0
  xor_share_pct: 0
  postSynthCellCount: 25809
  compound_area_share_pct: 3.69
  ys_sh_adder_pct: 0
  synth-seq-cells: 16448
  syn_avg_cell_area_sq_um: 23.9
global_routing:
  antenna_found_initial: 94
  grt_max_degree: 142
  overflow: 0
  track_usage_pct: 34.0
  grt_pass1_wl_um: 2540000
  first_global_vias: 329159
floorplanning:
  rows: 407
  io_pins: 138
  core_sq_um: 1230000
  die_area_sq_um: 1240000
  die_h_um: 1110
  fp_util_pct: 50.2
  die_x_um: 1110
placement:
  gp_congestion: 0.883
  io_buffers: 137
  dpl.cell_count: 42556
  dp_hpwl_um: 1080000
  placed_cell_area_sq_um: 651000
  pre_cts_ws_ns: 83.43
final_layout:
  utilization_pct: 57.3
  final_cell_mix: "16,384 x edfxtp_1, 4,096 x mux4_2, 2,048 x a22oi_1, 1,729 x buf_4, 1,714 x clkbuf_16"
  drive_gt1_share_pct: 29.8
  fin_cells: 45770
  final_common_cell: "edfxtp_1"
  nFillCells: 85742
  syn2layout_area_growth_pct: 14.2
  final_area_sq_um: 704000
route:
  vias_per_cell: 6.44
  drt-pass1-iter-count: 6
  routedWlPerCell_um: 40.0
  drc: 0
  dr_total_vias: 294664
  detail-route-antenna-nets: 0
  wirelength_um: 1830000
  drt_iter0_markers: 21483
setup_path:
  worstRegToRegCells: 7
  critPathTopFamily: "buffers and inverters"
  reg2reg_slack_ns: 111.48
  r2r-end: "dout[33]"
  cp_max_fo: 53
  required_ns: 116.03
  startpoint: "addr[0]"
  endpoint_kind: "flip-flop"
  critPathLaunchType: "input port"
  crit_arrival_ns: 31.12
  cp_common_cell: "buf_4"
  crit_buf_inv: 11
  slowest_delay_ns: 0.91
  criticalPathCategory: "in2reg"
  cpMaxStageDelayCell: "o41ai_4"
  crit_end: "dout[48]"
  rr_startpoint: "mem[184][33]"
  crit_cells: 16
  path_cells: "buf_16 > buf_4 > buf_4 > buf_4 > buf_4 > buf_4 > buf_4 > buf_4 > buf_4 > buf_4 > mux4_2 > a22oi_1 > a21oi_1 > o41ai_4 > buf_4 > nand4_1"
power:
  p_leak_nw: 217
  worst_ir_drop_vdd_mv: 0.0150
  pwr_density_cell_nw_per_um2: 17.7
min_path:
  hold_path.class: "reg2reg"
job:
  cap_violations: 1
  warnings: 35
[worst reg2reg max path, cell delays in order, from the launching register on]
cell and delay (ns):
edfxtp_1 0.36, mux4_2 0.46, a22oi_1 0.21, a21oi_1 0.24, buf_4 0.23, o41ai_2 1.42
buf_4 0.28, nand4_1 0.07
[per-layer routing]
metal / part of all wire, % / global-route usage [%] / vias to the layer above
met5: 0.54 / 6.41 / -
met4: 4.8 / 12.0 / 148
met3: 23 / 33.6 / 3293
met2: 45 / 44.9 / 24141
met1: 27 / 37.7 / 149810
li1: - / - / 117272
[where the power goes]
part | switching, mW | total, mW | internal (mW)
Sequential | 0.0149 | 6.63 | 6.61
Combinational | 0.389 | 0.584 | 0.194
Clock | 2.23 | 5.27 | 3.04
Total | 2.64 | 12.5 | 9.85
[worst min path at each step]
stage,startpoint,to,slack [ns],cells after the start
after global routing,mem[1][53],dout[53],0.98,5
after CTS,mem[1][53],dout[53],0.94,5
final,mem[0][53],dout[53],0.92,5
[area by class of cell]
class	count	area (sq um)	area share [%]
sequential	16448	493000	70.1
inverter	1	3.75	0.000533
tap	16360	20500	2.91
multi-input combinational	7810	121000	17.2
antenna	195	488	0.0693
timing repair buffer	1939	16100	2.29
clock buffer	2093	44500	6.32
clock inverter	924	8190	1.16
[synth_stat cells]
cell type / count
nor3_1: 30
nand2_1: 28
nand3_1: 13
inv_1: 1
nand2b_1: 6
dfxtp_1: 64
and2_1: 2
buf_1: 141
buf_4: 55
nand4_1: 64
a22oi_1: 2048
or3_1: 1
a21oi_1: 1024
edfxtp_1: 16384
mux4_2: 4096
clkbuf_1: 957
buf_2: 388
or2_2: 2
nor2b_1: 7
buf_6: 9
and2_0: 1
nor2_1: 232
o41ai_1: 256
[stage by stage]
step	hold WS [ns]	total power, mW
after detailed placement	0.921	7.34
after floorplan	0.819	7.02
after global placement	0.907	7.33
after global routing	0.981	12.8
after CTS	0.944	12.5
final	0.925	12.5
[state kept, by name, indices dropped and copies added, names as in the netlist]
| register | flops |
|---|---|
| dout | 64 |
| mem | 16384 |
[cells by family (layout without fill, tap and decap cells)]
kind of cell    Yosys count  in the layout
buf+inv                1551           4957
simple gates            386            386
other cells               0            195
compound gates         3328           3328
mux                    4096           4096
flops                 16448          16448
Power and IR drop assume default switching activity.
