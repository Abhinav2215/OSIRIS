**flow/constraint.sdc**
```tcl
current_design systolic_array

set clk_period 7.8
set clk_io_pct 0.2

create_clock -name clk0 -period $clk_period [get_ports {clk}]

set non_clock_inputs [all_inputs -no_clocks]
set_input_delay [expr $clk_period * $clk_io_pct] -clock clk0 $non_clock_inputs
set_output_delay [expr $clk_period * $clk_io_pct] -clock clk0 [all_outputs]
```
**flow/design.v**
```verilog
`timescale 1ns / 1ps
module pe #(
    parameter DW = 16,         
    parameter USE_RELU = 0     
)(
    input               clk,
    input               rst_n,
    input               load_w,     
    input      [DW-1:0] a_in,       
    input      [DW-1:0] sum_in,     
    input      [DW-1:0] w_in,       
    output reg [DW-1:0] a_out,      
    output reg [DW-1:0] sum_out,    
    output reg [DW-1:0] w_out       
);
    reg [DW-1:0] weight_reg;
    wire [DW-1:0] mac_result;
    always @(posedge clk or negedge rst_n) begin
        if (!rst_n) begin
            weight_reg <= 0;
            w_out      <= 0;
            a_out      <= 0;
            sum_out    <= 0;
        end else begin
            if (load_w) begin
                weight_reg <= w_in;
                w_out      <= weight_reg;  
            end
            a_out <= a_in;
            if (USE_RELU && (mac_result[DW-1] == 1'b1))  
                sum_out <= 0;
            else
                sum_out <= mac_result;
        end
    end
    assign mac_result = sum_in + (a_in * weight_reg);
endmodule
`timescale 1ns / 1ps
module systolic_array #(
    parameter N  = 4,   
    parameter DW = 16   
)(
    input                     clk,
    input                     rst_n,
    input                     load_weights,
    input      [N*DW-1:0]     A_flat,  
    input      [N*DW-1:0]     B_flat,  
    output     [N*DW-1:0]     C_flat   
);
    wire [DW-1:0] A_in [0:N-1];
    wire [DW-1:0] B_in [0:N-1];
    wire [DW-1:0] C_out [0:N-1];
    genvar k;
    generate
        for (k=0; k<N; k=k+1) begin : UNPACK
            assign A_in[k] = A_flat[k*DW +: DW];
            assign B_in[k] = B_flat[k*DW +: DW];
            assign C_flat[k*DW +: DW] = C_out[k];
        end
    endgenerate
    wire [DW-1:0] pe_a   [0:N-1][0:N];    
    wire [DW-1:0] pe_sum [0:N][0:N-1];    
    wire [DW-1:0] pe_w   [0:N][0:N-1];    
    reg [DW-1:0] a_skew_buf [0:N-1][0:N-1];  
    integer i_s, j_s;
    always @(posedge clk or negedge rst_n) begin
        if(!rst_n) begin
            for(i_s=0; i_s<N; i_s=i_s+1)
                for(j_s=0; j_s<N; j_s=j_s+1)
                    a_skew_buf[i_s][j_s] <= 0;
        end else begin
            for(i_s=0; i_s<N; i_s=i_s+1) begin
                a_skew_buf[i_s][0] <= A_in[i_s];
                for(j_s=1; j_s<N; j_s=j_s+1)
                    a_skew_buf[i_s][j_s] <= a_skew_buf[i_s][j_s-1];
            end
        end
    end
    genvar r, c;
    generate
        for (r=0; r<N; r=r+1) begin : ROW
            for (c=0; c<N; c=c+1) begin : COL
                assign pe_a[r][0] = (r==0) ? A_in[0] : a_skew_buf[r][r-1];
                if (r == 0) begin
                    assign pe_sum[0][c] = {DW{1'b0}};
                    assign pe_w[0][c]   = B_in[c];
                end
                pe #(.DW(DW)) pe_core (
                    .clk(clk), .rst_n(rst_n), .load_w(load_weights),
                    .a_in    (pe_a[r][c]),
                    .sum_in  (pe_sum[r][c]),
                    .w_in    (pe_w[r][c]),
                    .a_out   (pe_a[r][c+1]),
                    .sum_out (pe_sum[r+1][c]),
                    .w_out   (pe_w[r+1][c])
                );
            end
            assign C_out[r] = pe_sum[N][r];  
        end
    endgenerate
endmodule
```
**flow/config.mk**
```make
export PLATFORM = sky130hd
export DESIGN_NAME = systolic_array
export DESIGN_NICKNAME = systolic_array
export VERILOG_FILES = /design/flow/design.v
export SDC_FILE = /design/flow/constraint.sdc
export NUM_CORES = 4
export LEC_CHECK = 1
export CORE_UTILIZATION = 50
```
**flow/run.sh**
```bash
#!/bin/bash
# OpenROAD 26Q1-2900-gdf79404cd8, Yosys 0.63+post, stock flow scripts
make -C /OpenROAD-flow-scripts/flow DESIGN_CONFIG=/design/flow/config.mk WORK_HOME=/design/flow/orfs finish
```
==> notes.md <==
Physical design

The count of antenna-violating nets left after detailed routing stands at 0. The total number of warnings across the stage logs stands at 35.

The number of design rule violations left after detail routing stands at 0. The first global-routing pass estimated about 360000 um of wire. Detailed-route iteration 0 reported a violation count of about 2400.

After floorplanning, the core was sized to cover 195000 um^2. The area fraction of the dominant cell type after synthesis stands at 29.4%. The clock tree has to reach between 900 and 1000 sinks. The number of distinct library cells after synthesis stands at around 43. According to the floorplan log, the row count is 162. Across every metal layer, demand over resource in global routing totals 24.6%.

The final tally of hold violations stands at 0. The total CTS buffers stands at 114. The post-route worst hold slack stands at roughly 340 ps. The remaining global-route overflow stands at 0. The worst register-to-register path depth is 17. The report counts max-capacitance violations totalling 0. The mean cell area of the mapped netlist stands at 10.1 um^2. The yosys-reported design area after synthesis stands at 98600 um^2. Setup total negative slack on the finished layout was measured at 0 ps.

The synthesized instance count stands at about 9700. Per the finish-stage timing summary, setup violations number 0. The number of antenna violations at the first check in global routing stands at 1. The number of top-level design ports stands at roughly 200.

In this run the post-CTS setup repair buffer count came out at 0. The most used flip-flop cell after synthesis is dfrtp_1. The area growth from synthesis to layout is 8.15%.

The number of gates given a new drive strength after cts stands at 0. In the placement report, post-DP HPWL is listed as around 160000 um. The share of the core area taken by cells at floorplan is between 50% and 60%. The fraction of layout instances using a drive strength above 1 stands at ~7.1%.

The data required time reported for the critical path is about 8500 ps. The synthesized netlist was found by Yosys to have 9728 cells. The total of buffers placed on input and output ports stands at 194. The synthesis report lists the most area-consuming cells as fa_1, dfrtp_1, ha_1. The number of hold-repair buffers added at the cts stage stands at 0. The share of the core filled with cells stands at approximately 55%.

The synthesized design spends more area on one cell type than any other, namely fa_1. The slew at the pin with the worst max-slew slack stands at slightly above 800 ps. The die is between 400 and 500 um tall.

The clock transition at the registers of the reported paths stands at ~60 ps. The number of global-route vias before repair stands at between 60000 and 70000. The count of H-tree levels built during CTS stands at 3. Max fanout on the critical path was recorded as 12.

TritonCTS built the clock tree. Setup repair after global routing left no endpoint under its margin.

The clock period could shrink to between 6000 and 7000 ps. The critical path is of the in2reg type. The total number of yosys warnings stands at 4. For this block, the routed nets add up to around 210000 um of wire. The worst setup path is launched from a primary input.

The min-delay analysis places its worst path in the category reg2reg. The fmax stands at about 0.16 GHz. The timing report gives the worst reg2reg path a setup slack of 2170 ps.

STA puts the critical path data arrival time at just under 7000 ps. The fraction of the yosys area taken by sequential cells stands at around a quarter. The source-to-sink clock delay at the later pin of the worst-skew pair stands at between 700 and 800 ps. Entering global routing, the biggest net connects 125 pins.

The mapped netlist covers approximately 100000 um^2. The pre-antenna-repair detailed-routing pass consisted of 7 iterations. The remaining max-slew budget at the tightest pin stands at a little under half.

The routed wirelength normalized by instance count stands at roughly 17 um. The instance count along the most critical hold path stands at 0. The clock passes through at most 3 buffers. The final period utilization stands at about 80%.

Per the detail_route report, vias per standard cell equal approximately 4.9. Once layout is complete, the cells apart from fillers number around 12000. Yosys mapped a number of flops with a built-in enable equal to 0. From left edge to right edge, the die measures roughly 450 um.

The tree is rooted in a clkbuf_16. STA classifies the critical path endpoint as a register. The flow ran to the end, and the final reports show no timing, DRC or antenna violations. After synthesis, the share of flip-flops with an asynchronous set or reset is around 100%. Once synthesis finished, the tally of register bits stood at ~990. In this run the full chip footprint comes out at around 200000 um^2. Per the final report, max-transition violations number 0.

The number of instances in the placed design stands at between 10000 and 15000. The via count stands at ~61000. The final clock skew stands at 26.0 ps.

At the end of routability-driven placement, the weighted congestion stood at slightly above 0.9.
[worst max-delay path: stages]
cell and delay [ps]:
clkdlybuf4s50_1 690, and2_1 290, fa_1 480, inv_1 50
fa_1 470, fa_1 500, fa_1 550, inv_1 50
fa_1 480, inv_1 50, fa_1 470, inv_1 40
ha_1 330, a21oi_1 230, nor2b_1 80, nor2_1 80
o31ai_1 110, a31oi_1 210, xnor2_1 130
[path summary, 6_finish.rpt]
check | from | end
min reg2reg | a_skew_buf[8][1] | a_skew_buf[9][1]
max in group asynchronous | rst_n | ROW[2].COL[0].pe_core.sum_out[1]
max reg2reg | ROW[1].COL[2].pe_core.weight_reg[1] | ROW[1].COL[2].pe_core.sum_out[15]
max | A_flat[5] | ROW[0].COL[0].pe_core.sum_out[15]
min in group asynchronous | rst_n | ROW[0].COL[3].pe_core.weight_reg[3]
min | a_skew_buf[8][1] | a_skew_buf[9][1]
[Yosys cell counts (all sizes together), types with 63 or more instances]
cell type	instances
a21oi	94
inv	2311
xor2	124
clkbuf	260
nor2	85
o21ai	63
buf	68
dfrtp	992
nand2	1337
xnor2	491
ha	820
and2	868
mux2	448
fa	1448
[cell families (layout without fill, tap and decap cells)]
group | Yosys count | after routing | share of synthesized area [%]
XOR/XNOR | 631 | 631 | 5.87
AND-OR/OR-AND | 340 | 340 | 2.21
AND/OR/NAND/NOR | 2410 | 2410 | 11.7
buffers and inverters | 2639 | 2739 | 10.2
flip-flops | 992 | 992 | 25.2
multiplexers | 448 | 448 | 5.12
other | 0 | 1 | 0
adder cells (fa/ha/maj) | 2268 | 2268 | 39.8
[stage by stage]
stage	worst slack, ps	instance area [um^2]
global placement	802	103000
finish	1630	107000
global route	1390	107000
floorplan	1740	98600
CTS	1680	107000
detailed placement	810	103000
[cell usage in the layout (no fill, tap or decap), types with 28 or more instances in the layout]
cell	synthesis	layout
mux2_2	448	448
ha_1	820	820
xor2_1	124	124
a21oi_1	94	94
o21a_1	59	59
fa_1	1448	1448
a21o_1	44	44
inv_1	2311	2311
clkdlybuf4s50_1	0	192
dfrtp_1	992	992
and2_1	864	864
xnor2_1	486	486
clkbuf_16	0	115
nor2_1	85	85
nor2b_1	28	28
o21ai_0	52	52
nand2_1	1332	1332
[layout make-up]
cell class / instances / area, um^2
Antenna cell: 1 / 2.50
Clock buffer: 143 / 3060
Clock inverter: 67 / 806
Fill cell: 16900 / 88800
Inverter: 2311 / 8670
Multi-Input combinational cell: 6097 / 63700
Sequential cell: 992 / 24800
Tap cell: 2624 / 3280
Timing Repair Buffer: 218 / 2220
[routing by layer]
layer	GRT usage (%)	wire (um)	vias to the layer above
met5	0	0	-
met4	4.50	4850	0
met3	6.47	13400	268
met2	40.0	106000	1376
met1	35.6	87100	31200
li1	-	-	28600
